`flow/design.v`:
```
module FA(input A, B, Cin,
	output Cout, S);
	assign {Cout, S} = A + B + Cin;
endmodule
module Lab6_part4
#(parameter N=8)
(input [N-1:0] A, B,
input clk,
output [2*N -1: 0] P,
output [N-1:0][N-1:0]path,
output [N-1:0] carry);
	reg [N-1:0] Ain, Bin;
	reg [2*N-1:0] Pout;
	wire [2*N-1:0] sum;
	Mul_adder #(.N(N)) multiplier(.A(Ain), .B(Bin), .P(sum), .path(path),
			.carry(carry));
	always @(posedge clk)begin
		Pout <= sum;
		Ain <= A;
		Bin <= B;
	end
	assign P = Pout;
endmodule
module Mul_adder
#(N=8)
(input [N-1:0] A, B,
output [2*N -1: 0] P,
output [N-1:0][N-1:0]path,
output [N-1:0]carry);
	wire [N-1:0]cry;
	wire  [N*N-1:0] Apath, Bpath;
	wire [N-1:0] concate, ext1, ext0;
	wire [N-2:0] lowcase;
	assign path[N-1:0] = Apath[N*N-1:0];
	assign carry[N-1:0] = cry[N-1:0];
	assign ext0 = {N{B[0]}};
	assign ext1 = {N{B[1]}};		
	assign Apath[N-1:0] = A & ext0;
	assign lowcase[0] = Apath[0] * Bpath[0];
	assign cry[0] = 0;
	assign Bpath[N-1: 0] = A & ext1;
	assign concate = {cry[0], Apath[N-1:1]};
	NbitAdder #(.N(N))adder(.A(concate),.B(Bpath[N-1:0]),.Sw(Apath[2*N-1:N]),.carry(cry[1]));
	genvar j;
	generate
	 for (j=1; j<N-1; j=j+1) begin : generate_level_multiplier
	  assign Bpath[j*N+N-1: j*N] = A & {N{B[j+1]}};
	  assign lowcase[j] = Apath[j*N];
	  NbitAdder #(.N(N))adder2
				(.A({cry[j],Apath[N*j+N-1:N*j+1]}),
				.B(Bpath[N*j+N-1:N*j]),
				.Sw(Apath[j*N+N+N-1:j*N+N]),
				.carry(cry[j+1]));
	 end
	endgenerate
	assign P = {cry[N-1], Apath[N*N-1:N*N-N], lowcase};
endmodule
module NbitAdder #(N =4)
(input [N-1:0] A, B,
output [N-1:0] Sw,
output carry);
	wire [N: 0] cry;
	assign cry[0] = 0;
	assign carry = cry[N];
	genvar i;
	generate
   	 for (i=0; i< N; i=i+1) begin : generate_adder_block_identifier  
  	  FA Addergen (
     	   .A(A[i]),
     	   .B(B[i]),
	   .Cin(cry[i]),
   	     .S(Sw[i]),
	     .Cout(cry[i+1])
  	  );
	 end 
	endgenerate
endmodule
```
`flow/run.sh`:
```
#!/bin/bash
# OpenROAD 26Q1-2900-gdf79404cd8, Yosys 0.63+post, stock flow scripts
make -C /OpenROAD-flow-scripts/flow DESIGN_CONFIG=/design/flow/config.mk WORK_HOME=/design/flow/orfs finish
```
`flow/config.mk`:
```
export PLATFORM = sky130hd
export DESIGN_NAME = Lab6_part4
export DESIGN_NICKNAME = Lab6_part4
export VERILOG_FILES = /design/flow/design.v
export SDC_FILE = /design/flow/constraint.sdc
export NUM_CORES = 4
export LEC_CHECK = 1
export CORE_UTILIZATION = 30
```
`flow/constraint.sdc`:
```
current_design Lab6_part4

set clk_period 14.9
set clk_io_pct 0.2

create_clock -name clk0 -period $clk_period [get_ports {clk}]

set non_clock_inputs [all_inputs -no_clocks]
set_input_delay [expr $clk_period * $clk_io_pct] -clock clk0 $non_clock_inputs
set_output_delay [expr $clk_period * $clk_io_pct] -clock clk0 [all_outputs]
```
==> impl_metrics.py <==
# Auto-generated metrics
metrics = {
    "synth": {
        "ys_area_sq_mm": 0.002761,
        "syn_inst": 261,
        "synth_flops": 32,
        "yosysTopAreaCellShare_pct": 34.80,
        "synth.distinct_cells": 11,
        "synth_top_cell_by_area": "fa_1",
        "area_leaders": "fa_1 (35%), dfxtp_1 (23%), buf_4 (19%)",
        "ys_cells": 261,
        "syn-cell-area_sq_mm": 0.002761,
        "syn_area_per_cell_sq_um": 10.58,
        "yosysWarnings": 1,
        "yosysSeqAreaShare_pct": 23.20,
    },
    "detailed_routing": {
        "wirelength_um": 5055,
        "insertedDiodeCount": 0,
        "drt_iter0_drc": 26,
        "ant_nets": 0,
        "num_vias": 1605,
        "drc_errors": 0,
        "routed_via_density": 3.934,
        "avgRoutedWirePerCell_um": 12.39,
        "first_pass_iters": 15,
    },
    "run": {
        "warnings": 25,
        "cap_violations": 0,
    },
    "clock_tree": {
        "cts_made_buffers": 5,
        "ctsResizeCount": 0,
        "h-tree-depth": 2,
        "clock_latency_ps": 280,
        "clockBufferDepth": 2,
        "path_clk_slew_ps": 70,
        "clock-sinks": 32,
        "cts_tree": "yes",
        "hold_buffers": 0,
        "ctsRootBufferMaster": "clkbuf_8",
        "postCtsSetupBuffers": 0,
    },
    "power": {
        "p_sw_share_pct": 29.47,
        "p_sw_mw": 0.2496,
        "combPwrFrac_pct": 75.8,
        "power_leakage_nw": 1.530,
        "clockPowerShare_pct": 9.9,
        "seqPwrFrac_pct": 14.3,
        "internal_power_mw": 0.5974,
        "cellPowerDensity_mw_per_mm2": 242.6,
        "ir_worst_vdd_mv": 0.09113,
    },
    "place": {
        "gp_congestion": 0.7455,
        "dpl.hpwl_um": 4448,
        "port-buffer-count": 103,
    },
    "setup_path": {
        "cp.arrival_ps": 10540,
        "cp.required_ps": 11920,
        "critPathMaxStageDelay_ps": 540,
        "worstSetupEndpointType": "output port",
        "crit_fanout": 12,
        "path_buffers": 5,
        "slowest_stage": "fa_1",
        "crit_path_start": "Bin[0]",
        "cp-start-kind": "flop",
        "path_class": "flop to output port",
        "reg2reg_slack_ps": 4930,
        "timing.rr.start": "Bin[0]",
        "cpMostUsedCell": "fa_1",
        "crit_family": "adder cells",
    },
    "timing": {
        "fin_tns_setup_ps": 0,
        "post-route-period-util_pct": 90.74,
        "max_freq_ghz": 0.07396,
        "drv_slew": 0,
        "setup_viol_count_final": 0,
        "rsz0062_at_grt": "no",
        "worst_hold_slack_ps": 607.4,
        "min_period_ps": 13520,
        "fin_worst_skew_ps": 5.609,
        "hold_violations": 0,
    },
    "grt": {
        "grt_pass1_vias": 1723,
        "track_usage_pct": 11.76,
        "grt_max_degree": 13,
        "antenna_found_initial": 0,
        "grt_first_pass_wirelength_um": 8583,
        "gr-total-overflow": 0,
    },
    "floorplan": {
        "ios": 105,
        "die_width_um": 97.94,
        "initCoreUtil_pct": 31.36,
        "core_sq_mm": 0.008806,
        "die_h_um": 97.94,
        "fp.dieArea_sq_mm": 0.009592,
        "std_cell_rows": 34,
    },
    "outcome": {
        "status": "finished clean",
    },
    "worst_hold_path": {
        "hp-start": "Bin[1]",
        "hold_path.class": "flop to flop",
    },
    "layout": {
        "drive_above_1_share_pct": 4.000,
        "area_growth_pct": 26.42,
    },
}
-- registers in the layout, indices dropped and copies added (netlist names) --
name and flops:
Ain 8, Bin 8, Pout 16
-- layout make-up --
| class | count | area, sq um |
|---|---|---|
| Fill cell | 841 | 5315 |
| Multi-Input combinational cell | 125 | 1456 |
| Timing Repair Buffer | 103 | 1031 |
| Sequential cell | 32 | 640.6 |
| Tap cell | 108 | 135.1 |
| Inverter | 32 | 120.1 |
| Clock buffer | 6 | 72.57 |
| Clock inverter | 2 | 35.03 |
-- cells by family after synthesis --
group,Yosys count,synth area share [%]
flops,32,23.20
simple gates,68,14.18
other cells,1,0.1358
buf+inv,104,24.06
fa+ha+maj,56,38.42
-- worst paths after layout --
check / end / depth (start not counted)
worst max-delay path: path[63] / 26
worst min-delay path: Pout[0] / 1
worst max register to register: Pout[14] / 25
worst min register to register: Pout[0] / 1
-- worst register-to-register path, cell delays in order (launching register included) --
cell and delay [ps]:
dfxtp_1 400, and2_1 220, ha_1 190, fa_1 390, inv_1 90, fa_1 460
fa_1 410, inv_1 90, fa_1 430, fa_1 440, fa_1 540, fa_1 440
fa_1 460, fa_1 460, fa_1 460, fa_1 460, fa_1 460, fa_1 540
fa_1 440, fa_1 540, fa_1 540, inv_1 60, fa_1 450, fa_1 420
inv_1 80, fa_1 400
-- cells in the mapped netlist, drive strengths merged --
cell type / number
nand2: 16
dfxtp: 32
ha: 8
and2: 51
and3: 1
buf: 72
conb: 1
fa: 48
inv: 32
-- power groups by stage --
stage / combinational [mW] / sequential (mW) / clock (mW)
after CTS: 0.670 / 0.122 / 0.0879
after global routing: 0.749 / 0.124 / 0.0909
final: 0.642 / 0.121 / 0.0837
-- through the flow --
stage               cell area [sq um]  power, mW  instances  worst slack, ps  util, %
detailed placement               3383     0.7910        400             1607    38.42
CTS                              3491     0.8797        408             1264    39.64
finish                           3491     0.8470        408             1380    39.64
global placement                 3383     0.7868        400             1673    38.42
global route                     3491     0.9635        408            754.7    39.64
floorplan                        2761     0.5735        261             2167        -
-- cell usage in the layout (no fill, tap or decap), drive strengths merged --
master         Yosys  layout
clkdlybuf4s50      0     103
and2              51      51
fa                48      48
dfxtp             32      32
inv               32      32
nand2             16      16
ha                 8       8
clkbuf             0       6
and3               1       1
conb               1       1
bufinv             0       1
clkinv             0       1
-- per-layer routing --
| layer | global-route usage [%] | vias to the layer above | wire, um |
|---|---|---|---|
| met4 | 0.9324 | 0 | 40 |
| met1 | 16.42 | 776 | 2045 |
| li1 | - | 766 | - |
| met5 | 0 | - | 0 |
| met3 | 3.561 | 4 | 476 |
| met2 | 19.45 | 59 | 2493 |
Power and IR drop assume default switching activity.
