[./constraint.sdc]
current_design Lab6_part3

set clk_period 14.9
set clk_io_pct 0.2

create_clock -name clk0 -period $clk_period [get_ports {clk}]

set non_clock_inputs [all_inputs -no_clocks]
set_input_delay [expr $clk_period * $clk_io_pct] -clock clk0 $non_clock_inputs
set_output_delay [expr $clk_period * $clk_io_pct] -clock clk0 [all_outputs]
[./design.v]
module FA(input A, B, Cin,
	output Cout, S);
	assign {Cout, S} = A + B + Cin;
endmodule
module Lab6_part3
#(parameter N=8)
(input [N-1:0] A, B,
input clk,
output [2*N -1: 0] P,
output [N-1:0][N-1:0]path);
	reg [N-1:0] Ain, Bin;
	reg [2*N-1:0] Pout;
	wire [2*N-1:0] sum;
	Mul #(.N(N)) multiplier2(.A(Ain), .B(Bin), .P(sum), .path(path));
	always @(posedge clk)begin
		Pout <= sum;
		Ain <= A;
		Bin <= B;
	end
	assign P = Pout;
endmodule
module Mul
#(N=8)
(input [N-1:0] A, B,
output [2*N -1: 0] P,
output [N-1:0][N-1:0]path);
	wire [N*N-1:0]cry;
	wire  [N*N-1:0] Apath, Bpath;
	wire [N-2:0] lowcase;	
	assign Apath[N-1:0] = A & {N{B[0]}};
	assign lowcase[0] = A[0] & B[0];
	assign cry[N*N-1] = 0;
	assign path[N-1:0] = Apath[N*N-1:0];
	assign cry[0] = 0;
	assign Bpath[N-1:0] = A & {N{B[1]}};
	genvar i, j;
	generate
	 for (i=0; i<N-1; i=i+1) begin : generate_adder  
  	   FA Addergen (
     	    .A(Apath[i+1]),
     	    .B(Bpath[i]),
	    .Cin(cry[i]),
   	      .S(Apath[N+i]),
	      .Cout(cry[i+1])
  	   );end
	   FA Addergen (
     	    .A(cry[N*N-1]),
     	    .B(Bpath[N-1]),
	    .Cin(cry[N-1]),
   	      .S(Apath[N+N-1]),
	      .Cout(cry[N])
  	   );
	 for (j=1; j<N-1; j=j+1) begin : generate_level_multiplier
	  assign Bpath[j*N+N-1: j*N] = A & {N{B[j+1]}};
	  assign cry[j*N+j] = 0;
	  assign lowcase[j] = Apath[j*N];
   	  for (i=0; i<N-1; i=i+1) begin : generate_adder  
  	   FA Addergen (
     	    .A(Apath[j*N+i+1]),
     	    .B(Bpath[j*N+i]),
	    .Cin(cry[j*N+j+i]),
   	      .S(Apath[j*N+N+i]),
	      .Cout(cry[j*N+j+i+1])
  	   );
	  end
	  FA Addergen (
     	    .A(cry[j*N+j-N-1+N]),
     	    .B(Bpath[j*N+N-1]),
	    .Cin(cry[j*N+j+N-1]),
   	      .S(Apath[j*N+N+N-1]),
	      .Cout(cry[j*N+j+N]));
	 end
	endgenerate
	assign P = {cry[N*N-2], Apath[N*N-1:N*N-N], lowcase};
endmodule
[./config.mk]
export PLATFORM = sky130hd
export DESIGN_NAME = Lab6_part3
export DESIGN_NICKNAME = Lab6_part3
export VERILOG_FILES = /design/flow/design.v
export SDC_FILE = /design/flow/constraint.sdc
export NUM_CORES = 4
export LEC_CHECK = 1
export CORE_UTILIZATION = 50
[./run.sh]
#!/bin/bash
# OpenROAD 26Q1-2900-gdf79404cd8, Yosys 0.63+post, stock flow scripts
make -C /OpenROAD-flow-scripts/flow DESIGN_CONFIG=/design/flow/config.mk WORK_HOME=/design/flow/orfs finish
==> changes_impl.md <==
## Flow update

- Run status: finished clean
- Worst flop-to-flop path startpoint: Ain[1]
- Cell area after synthesis: 2730 µm²
- Final routed wirelength across all metal layers: 4040 µm
- Syn Area/Cell: 10.3 µm²
- Max clock buf depth: 2
- Most frequent cells in the layout: 96 x sky130_fd_sc_hd__clkdlybuf4s50_1, 49 x sky130_fd_sc_hd__and2_1, 48 x sky130_fd_sc_hd__inv_1, 48 x sky130_fd_sc_hd__fa_1, 32 x sky130_fd_sc_hd__dfxtp_1
- Total die area: 5750 µm²
- Clock buffer count from CTS: 5
- Unrepaired setup endpoints after global routing: false
- Final count of hold timing violations: 0
- Number of distinct library cells after synthesis: 7
- DRC: 0
- Portion of netlist area occupied by mux cells: 0%
- FF+latch count, synth: 32
- Pre-CTS worst setup slack: 1640 ps
- Register clock-pin slew on the reported worst setup and hold paths: 70 ps
- Layout cell share with drive strength beyond 1: 2.61%
- Critical R2R Capture: Pout[14]
- Overall power after layout: 814 µW
- Final setup skew: 6.44 ps
- Setup TNS Final: 0 ps
- Routability congestion estimate: 0.762
- Number of cell instances on the worst register-to-register path: 31
- Final standard cell utilization of the core: 65.6%
- Data required time of the critical path: 11920 ps
- Via count of the first global-routing pass: 1577
- Chip height: 75.8 µm
- Largest voltage drop on the vdd net: 146 µV
- DRT antenna net count: 0
- H-tree level count: 2
- Crit-path leading delay family: adder cells
- Number of cells in Yosys stat: 265
- Dominant non-sequential cell family after synthesis: adder cells
- Worst Path Buf+Inv: 11
- Crit Path Category: register to primary output
- Drt via density: 4.23
- Commonest non-fill, non-tap cell in the layout: sky130_fd_sc_hd__clkdlybuf4s50_1
- P_leak: 0.00156 µW
- Floorplan core density: 52.7%
- Critical path capture point type: primary output
- Cell resize tally after clock tree synthesis: 0
- Fin cells: 376
- Worst slew pin tran: 305 ps
- # hold bufs at CTS: 0
- DP Cell Count: 368
- Count of warnings emitted by yosys: 1
- Post-route clock period utilization: 90.5%
- Worst Setup Slack, final: 1420 ps
- Number of I/O pins: 97
- Library cell contributing the largest single delay on the critical path: sky130_fd_sc_hd__fa_1
- Average wire per cell in the routed design: 10.7 µm
- Number of input and output port buffers inserted: 96
- Area share of fa/ha/maj cells after synthesis: 38.9%
- CP Capture Point: path[63]
- Max transition margin: 79.6%
- Global-route wire length before repair: 7000 µm
- Total congestion overflow: 0
- Number of max-slew violations in the final report: 0
- First DRT Iteration DRCs: 38
- Final min period: 13480 ps
- Setup violation total in the final timing report: 0
- Core box area: 5170 µm²
- Top cell by count, worst path: sky130_fd_sc_hd__fa_1
- Complex-gate fraction of the synthesized area: 0%
- Final antenna diode count: 0
- Worst setup startpoint: Ain[1]
- Top fanout value on the critical path: 8
- Register-to-Register Setup Slack: 4990 ps
- Worst min-delay path category: register to register
- Insertion delay of the later-clocked pin in the worst-skew pair: 280 ps
- Post-DP HPWL: 3590 µm
- Area grow syn2layout: 24.5%
- Arr. time, crit path: 10500 ps
- Fraction of the yosys area taken by sequential cells: 23.5%
- Buffers inserted by post-CTS timing repair: 0
- Antenna violations before repair: 0
- Fraction of the mapped netlist area in simple logic gates: 13.6%
- Root buf cell: sky130_fd_sc_hd__clkbuf_8
- Category of the worst setup path launch point: register
- Placement Rows: 26
- Power per cell area: 240 nW/µm²
- Summed standard-cell area reported by yosys: 2730 µm²
- TritonCTS sink count: 32
- Number of iterations in the first detailed-routing pass: 4
- Number of gates on the worst path with buffers counted: 32
- Maximum number of pins on one net before global-route repair: 11
- Clock tree from TritonCTS: done
- Total Routing Usage GR: 17.1%
- XOR Share, Synth: 0%
- OpenROAD warning count: 26
- Max Fclk: 0.0742 GHz
- Number of standard cells after synthesis: 265
- CP max stage delay: 590 ps
- Die width: 75.8 µm
- Total via count in the routed design: 1589
- Max-cap check violation count: 0
==> per-stage QoR <==
stage / instance area [µm²] / hold slack [ps]
2_1_floorplan: 2730 / 512
3_3_place_gp: 3300 / 594
3_5_place_dp: 3300 / 607
4_1_cts: 3390 / 619
5_1_grt: 3390 / 643
6_report: 3390 / 608
==> cell usage after synthesis <==
master                     n  area [µm²]
sky130_fd_sc_hd__nand2_1  17        63.8
sky130_fd_sc_hd__ha_1      8         100
sky130_fd_sc_hd__buf_4    63         473
sky130_fd_sc_hd__fa_1     48         961
sky130_fd_sc_hd__inv_1    48         180
sky130_fd_sc_hd__and2_1   49         307
sky130_fd_sc_hd__dfxtp_1  32         641
==> kinds of logic after synthesis <==
group | after synthesis
buffers and inverters | 111
adders and majority gates | 56
DFF | 32
and+or+nand+nor | 66
==> worst min-delay path by stage <==
stage,slack (ps),startpoint,cells past startpoint,end
4_1_cts,620,Bin[0],1,Pout[0]
5_1_grt,640,Bin[0],1,Pout[0]
6_report,610,Ain[0],1,Pout[0]
==> state kept, by name, summed over array words and instances, names as in the netlist <==
name	flops
Ain	8
Bin	8
Pout	16
==> layout make-up <==
| cell class | count | area [µm²] |
|---|---|---|
| multi-input combinational | 122 | 1430 |
| inverter | 48 | 180 |
| fill | 448 | 1780 |
| clock inverter | 2 | 10.0 |
| timing repair buffer | 96 | 961 |
| clock buffer | 6 | 82.6 |
| tap | 70 | 87.6 |
| sequential | 32 | 641 |
==> layer usage <==
| layer | GRT usage, % | routed length, µm | share of wire, % |
|---|---|---|---|
| met1 | 25.4 | 1670 | 41 |
| met2 | 27.4 | 2000 | 49 |
| met3 | 5.23 | 333 | 8.2 |
| met4 | 1.85 | 44 | 1.1 |
| met5 | 0 | 0 | 0 |
==> where the power goes <==
| group | internal, µW | switching (µW) | leakage [µW] |
|---|---|---|---|
| sequential | 113 | 8.19 | 0.000270 |
| clock | 36.8 | 30.3 | 0.0000510 |
| combinational | 427 | 200 | 0.00124 |
Power and IR drop assume default switching activity.
