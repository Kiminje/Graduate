[design/flow/config.mk]
export PLATFORM = sky130hd
export DESIGN_NAME = AdderTree
export DESIGN_NICKNAME = AdderTree
export VERILOG_FILES = /design/flow/design.v
export SDC_FILE = /design/flow/constraint.sdc
export NUM_CORES = 4
export LEC_CHECK = 1
export CORE_UTILIZATION = 40
[design/flow/constraint.sdc]
current_design AdderTree

set clk_period 6.7
set clk_io_pct 0.2

create_clock -name clk0 -period $clk_period [get_ports {clk}]

set non_clock_inputs [all_inputs -no_clocks]
set_input_delay [expr $clk_period * $clk_io_pct] -clock clk0 $non_clock_inputs
set_output_delay [expr $clk_period * $clk_io_pct] -clock clk0 [all_outputs]
[design/flow/run.sh]
#!/bin/bash
# OpenROAD 26Q1-2900-gdf79404cd8, Yosys 0.63+post, stock flow scripts
make -C /OpenROAD-flow-scripts/flow DESIGN_CONFIG=/design/flow/config.mk WORK_HOME=/design/flow/orfs finish
[design/flow/design.v]
module AdderTree
#(N=3)
(input [2**N-1:0] A, B,
input clk,
output [2*2**N -1: 0] P);
	reg [2*2**N-1:0] sum, Ain, Bin;
	wire [2*2**N-1:0] psum1[2**N-1:0], psum2[2**N-1:0];
	wire [2*2**N-1:0] psumw[2*2**N-1:1];
	genvar j, i;
	generate
	for (j=0; j<2**N; j=j+1) begin : generate_partial_sum
	  assign psum1[j] = Ain<<j;
	  assign psum2[j] = psum1[j] & {2*2**N{Bin[j]}};
	  assign psumw[2**N+j] = psum2[j];
	end
	for (j=1; j<N+1; j=j+1) begin : generate_partial
	  for(i=2**(j-1); i<2**j; i=i+1)begin : generate_tree 
	    NbitAdder #(.N(2*2**N))Adder (.A(psumw[i*2]), .B(psumw[i*2+1]), .Sw(psumw[i]));
	  end
	end
	endgenerate
	always @(posedge clk)begin
		sum <= psumw[1];
		Ain <= {{2**N{0}},A};
		Bin <= {{2**N{0}},B};
	end
	assign P = sum;
endmodule
module FA(input A, B, Cin,
	output Cout, S);
	assign {Cout, S} = A + B + Cin;
endmodule
module NbitAdder #(N =4)
(input [N-1:0] A, B,
output [N-1:0] Sw,
output carry);
	wire [N: 0] cry;
	assign cry[0] = 0;
	assign carry = cry[N];
	genvar i;
	generate
   	 for (i=0; i< N; i=i+1) begin : generate_adder_block_identifier  
  	  FA Addergen (
     	   .A(A[i]),
     	   .B(B[i]),
	   .Cin(cry[i]),
   	     .S(Sw[i]),
	     .Cout(cry[i+1])
  	  );
	 end 
	endgenerate
endmodule
==> job_summary.md <==
## PnR job results

| Metric | Value |
|---|---|
| Status | complete, no violations |
| Setup-failing EPs final | 0 |
| First-pass iteration count of the detailed router | 4 |
| H-Tree Depth | 2 |
| Met3 Resource Use GR | 0.02781 |
| Leading post-synthesis cells by cell area | sky130_fd_sc_hd__fa_1 (43%), sky130_fd_sc_hd__dfxtp_1 (29%), sky130_fd_sc_hd__ha_1 (7.8%), sky130_fd_sc_hd__and2_1 (7.3%), sky130_fd_sc_hd__inv_1 (6.4%) |
| Setup repair after global routing missed its margin | no |
| Number of I/O pins | 33 |
| Count of final max-slew check failures | 0 |
| Synthesized cell area | roughly 0.0022 mm² |
| Instance area at placement | 0.002704 mm² |
| Number of buffers between clock root and the deepest sink | 2 |
| Syn-to-layout area delta | 27.38% |
| Most instantiated logic cells after routing | sky130_fd_sc_hd__nand2_1 (38), sky130_fd_sc_hd__fa_1 (34), sky130_fd_sc_hd__inv_1 (32), sky130_fd_sc_hd__clkdlybuf4s50_1 (32), sky130_fd_sc_hd__dfxtp_1 (29) |
| Relative slew slack | 0.7890 |
| Worst Skew | approximately 4 ps |
| Gate count of the mapped netlist | just under 200 |
| Largest net degree at the start of global routing | 11 |
| Number of port buffers | 32 |
| CTS Buf Count | 5 |
| Library cell with the largest summed area after synthesis | sky130_fd_sc_hd__fa_1 |
| Crit path setup slack, layout | 323.2 ps |
| Register share after synthesis | 0.2856 |
| Critical path endpoint category | flip-flop |
| WL per Instance | approximately 11 µm |
| Count of warning messages emitted by the tools | 27 |
| Final non-filler cell area | about 0.0029 mm² |
| Wire length of the first global-routing pass | around 6400 µm |
| Fill cell total of the finished layout | ~450 |
| Measured slew at the worst slew-check pin | roughly 320 ps |
| Number of placement rows | 26 |
| Clock period minus final worst setup slack | around 6400 ps |
| Layout Cells excl Fill | 316 |
| Met1 Track Usage GR | 0.2258 |
| Clock root buffer | sky130_fd_sc_hd__clkbuf_8 |
| MaxCap Viol Count | 0 |
| Cell count after placement | around 310 |
| Via count normalized by instance count | 4.335 |
| Vias post-DR | 1370 |
| Number of flip-flops and latches in the synthesized netlist | 32 |
| Syn Area/Cell | between 10 and 15 µm² |
| Core occupancy in the finished layout | 0.5456 |
| Synth warnings | 1 |
| Gr usage total | 0.1439 |
| Count of unique library cells instantiated by Yosys | 8 |
| Die area | 0.005912 mm² |
| Post-layout total power | between 0.7 and 0.8 mW |
| Clock transition time at the flip-flop clock pins of the worst setup and hold paths | 70 ps |
| GR Overflow Total | 0 |
| Critical path arrival | ~6600 ps |
| Via count of the first global-routing pass | between 1000 and 1500 |
| Dominant cell area share | 0.4283 |
| CTS sink cnt | 32 |
| Classification of the worst-slack hold path | flip-flop to flip-flop |
| Core outline area | around 0.0052 mm² |
| Count of antenna diodes in the layout | 0 |
| Total length of routed wires | ~3400 µm |
| YS chip area | 0.002243 mm² |
| Initial detailed-routing violation count | 31 |
| Antenna violations before repair | 0 |
| Hold-fix buffer count after cts | 0 |
| Number of hold violations in the final report | 0 |
| Post-detailed-route count of antenna-violating nets | 0 |
| Area taken by flip-flops and latches | around 640 µm² |
| Vertical die dimension | between 70 and 80 µm |
| Die outline width | between 70 and 80 µm |
| Insertion delay of the later-clocked pin in the worst-skew pair | just under 300 ps |
| TritonCTS clock tree | yes |
| Pre-placement core utilization | 0.4283 |
| Global Route met2 Usage | 0.2241 |
| Post-detailed-route DRC marker count | 0 |
| Fmax | 156.8 MHz |
| Most crowded layer after global routing | met1 |
| Detail Placement HPWL | roughly 2800 µm |
| Worst setup path class | flip-flop to flip-flop |
| Fraction of final layout cells sized beyond drive strength 1 | 0.1626 |
| Leak | ~1.2 nW |
| Maximum vdd ir drop | around 0.12 mV |
| Power density over the cells | roughly 250 mW/mm² |
| Multi-input combinational cell area | roughly 0.0015 mm² |
| Critical path peak fanout | 2 |
| Top logic cell by instance count in the layout | sky130_fd_sc_hd__nand2_1 |
| WP data required | between 6000 and 7000 ps |
| Post-layout period usage | 0.9518 |
| Cell total in the yosys stat output | 199 |
| Placer Congestion | 0.8020 |
| Setup Slack @ Placement | -164.8 ps |
| Worst Setup Start Kind | flip-flop |
## metal layers
metal | vias up | routed length [µm]
met3 | 5 | 168
met4 | 0 | 55
met5 | - | 0
met2 | 34 | 1576
li1 | 660 | -
met1 | 671 | 1573
## registers in the layout, summed over array words and instances, names as in the netlist
register / count
Ain: 8
Bin: 8
sum: 16
## final timing paths
path	startpoint	endpoint	slack, ps	cells past startpoint
setup / recovery	Bin[0]	sum[14]	320	23
setup reg to reg	Bin[0]	sum[14]	320	23
hold reg to reg	Ain[0]	sum[0]	600	2
hold / removal	Ain[0]	sum[0]	600	2
## area by class of cell
cell class,count,area share
clock buffers,6,0.02539
clock inverters,2,0.01226
inverters,38,0.04991
multi-input cells,127,0.5206
flip-flops and latches,32,0.2255
well taps,70,0.03065
repair buffers,41,0.1357
## stage by stage
stage	setup TNS, ps	hold slack, ps
after floorplan	0	499.5
after global placement	-57.60	577.8
after detailed placement	-207.3	580.7
after CTS	0	603.1
after global routing	0	643.6
final	0	604.5
## what timing repair did
action / in CTS / in global routing
setup buffers: 0 / 1
pin swaps: 3 / 4
endpoints found under the setup margin: 2 / 2
gates resized: 5 / 18
## critical path, stage by stage, from the launching register on
cell	delay (ps)
sky130_fd_sc_hd__dfxtp_2	320
sky130_fd_sc_hd__and2_1	160
sky130_fd_sc_hd__ha_2	190
sky130_fd_sc_hd__fa_1	430
sky130_fd_sc_hd__inv_2	70
sky130_fd_sc_hd__fa_1	180
sky130_fd_sc_hd__inv_2	40
sky130_fd_sc_hd__fa_2	470
sky130_fd_sc_hd__fa_1	440
sky130_fd_sc_hd__fa_1	470
sky130_fd_sc_hd__fa_2	410
sky130_fd_sc_hd__fa_2	370
sky130_fd_sc_hd__fa_2	380
sky130_fd_sc_hd__fa_2	370
sky130_fd_sc_hd__fa_2	360
sky130_fd_sc_hd__fa_2	350
sky130_fd_sc_hd__fa_2	360
sky130_fd_sc_hd__inv_2	60
sky130_fd_sc_hd__fa_1	150
sky130_fd_sc_hd__inv_1	40
sky130_fd_sc_hd__ha_1	190
sky130_fd_sc_hd__inv_1	70
sky130_fd_sc_hd__fa_1	380
sky130_fd_sc_hd__inv_1	60
## cell families (layout without fill, tap and decap cells)
group,Yosys count,in the layout,synth area share
simple gates,64,64,0.1361
fa+ha+maj,62,62,0.5064
buf+inv,40,87,0.06804
flops,32,32,0.2856
xor+xnor,1,1,0.003905
## synthesized netlist by cell type
cell type and instances:
sky130_fd_sc_hd__and2_1 26, sky130_fd_sc_hd__buf_2 2, sky130_fd_sc_hd__dfxtp_1 32, sky130_fd_sc_hd__fa_1 48, sky130_fd_sc_hd__ha_1 14, sky130_fd_sc_hd__inv_1 38, sky130_fd_sc_hd__nand2_1 38, sky130_fd_sc_hd__xnor2_1 1
## power by group
group | switching (mW) | total, mW | internal [mW] | leakage (nW)
sequential | 0.0158 | 0.255 | 0.240 | 0.270
clock | 0.0724 | 0.183 | 0.110 | 0.0552
combinational | 0.116 | 0.285 | 0.169 | 0.921
total | 0.205 | 0.723 | 0.518 | 1.25
Power figures rest on the tool's default switching activity, not on a simulated workload.
